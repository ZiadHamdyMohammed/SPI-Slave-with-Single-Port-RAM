--- flow/config.mk ---
export PLATFORM = sky130hd
export DESIGN_NAME = spi
export DESIGN_NICKNAME = spi
export VERILOG_FILES = /design/flow/design.v
export SDC_FILE = /design/flow/constraint.sdc
export NUM_CORES = 4
export LEC_CHECK = 1
export CORE_UTILIZATION = 30
--- flow/constraint.sdc ---
current_design spi

set clk_period 5.1
set clk_io_pct 0.2

create_clock -name clk0 -period $clk_period [get_ports {clk}]

set non_clock_inputs [all_inputs -no_clocks]
set_input_delay [expr $clk_period * $clk_io_pct] -clock clk0 $non_clock_inputs
set_output_delay [expr $clk_period * $clk_io_pct] -clock clk0 [all_outputs]
--- flow/design.v ---
module ram(din, rx_valid, clk, rst_n, dout, tx_valid);
	parameter MEM_DEPTH = 256, ADDR_SIZE = 8;
	input [9:0] din;
	input rx_valid, clk, rst_n;
	output reg [7:0] dout;
	output reg tx_valid;
	reg [7:0] mem [MEM_DEPTH-1:0];
	reg [ADDR_SIZE-1:0] write_addr, read_addr;
	always @(*) begin
		if(~rst_n) begin
			dout <= 0;
			tx_valid <= 0;
			write_addr <= 0;
			read_addr <= 0;
		end
		else begin
			if(rx_valid) begin
				if(din[9:8] == 2'b00) begin
					write_addr <= din[7:0];
					tx_valid <= 0;
				end
				else if(din[9:8] == 2'b01) begin
					mem[write_addr] <= din[7:0];
					tx_valid <= 0;
				end
				else if(din[9:8] == 2'b10) begin
					read_addr <= din[7:0];
					tx_valid <= 0;
				end
				else if (din[9:8] == 2'b11) begin
					dout <= mem[read_addr];
					tx_valid <= 1;
				end
			end
		end
	end
endmodule
module spi(MOSI, SS_n, clk, rst_n, MISO);
	input MOSI, SS_n, clk, rst_n;
	output MISO;
	wire [9:0] rx_data;
	wire rx_valid, tx_valid;
	wire [7:0] tx_data;
	spi_slave_interface slave(.MOSI(MOSI), .SS_n(SS_n), .tx_data(tx_data), .tx_valid(tx_valid), .clk(clk), .rst_n(rst_n), .MISO(MISO), .rx_data(rx_data), .rx_valid(rx_valid));
	ram mem(.din(rx_data), .rx_valid(rx_valid), .clk(clk), .rst_n(rst_n), .dout(tx_data), .tx_valid(tx_valid));
endmodule
module spi_slave_interface(MOSI, SS_n, tx_data, tx_valid, clk, rst_n, MISO, rx_data, rx_valid);
	parameter IDLE = 3'b000, CHK_CMD = 3'b001, WRITE = 3'b010, READ_ADD = 3'b011, READ_DATA = 3'b100;
	input MOSI, SS_n, tx_valid, clk, rst_n;
	input [7:0] tx_data;
	output reg MISO, rx_valid;
	output reg [9:0] rx_data;
	(* fsm_encoding = "one_hot" *)
	reg [2:0] cs, ns;
	reg read;
	reg [3:0] counter;
	always @(posedge clk) begin
		if(~rst_n) begin
			cs <= IDLE;
		end
		else begin
			cs <= ns;
		end
	end
	always @(cs or SS_n) begin
		case(cs)
			IDLE:
				if(SS_n) begin
					ns = IDLE;
				end
				else begin
					ns = CHK_CMD;
				end
			CHK_CMD:
				if(SS_n) begin
					ns = IDLE;
				end
				else if(~SS_n && MOSI && ~read) begin
					ns = READ_ADD;
				end
				else if(~SS_n && MOSI && read) begin
					ns = READ_DATA;
				end
				else begin
					ns = WRITE;
				end
			READ_ADD:
				if(SS_n) begin
					ns = IDLE;
				end
				else begin
					ns = READ_ADD;
				end
			READ_DATA:
				if(SS_n) begin
					ns = IDLE;
				end
				else begin
					ns = READ_DATA;
				end
			WRITE:
				if(SS_n) begin
					ns = IDLE;
				end
				else begin
					ns = WRITE;
				end
			default: ns = IDLE;
		endcase
	end
	always @(posedge clk) begin
		if(~rst_n) begin
			read <= 0;
			MISO <= 0;
			rx_valid <= 0;
			rx_data <= 0;
			counter <= 9;
		end
		else begin
			if(cs == WRITE) begin
				rx_valid <= 0;
				rx_data[counter] <= MOSI;
				counter <= counter -1;
				if(counter == 4'b0000) begin
					rx_valid <= 1;
					counter <= 9;
				end
			end
			else if(cs == READ_ADD) begin
				rx_valid <= 0;
				rx_data[counter] <= MOSI;
				counter <= counter -1;
				if(counter == 4'b0000) begin
					rx_valid <= 1;
					counter <= 9;
					read <= 1;
				end
			end
			else if(cs == READ_DATA) begin
				if(tx_valid) begin
					MISO <= tx_data[counter];
					counter <= counter -1;
					if(counter == 4'b0000) begin
						counter <= 9;
					end
				end
				else begin
					rx_valid <= 0;
					rx_data[counter] <= MOSI;
					counter <= counter -1;
					if(counter == 4'b0000) begin
						rx_valid <= 1;
						counter <= 7;
						read <= 0;
					end
				end
			end
		end
	end
endmodule
--- flow/run.sh ---
#!/bin/bash
# OpenROAD 26Q1-2900-gdf79404cd8, Yosys 0.63+post, stock flow scripts
make -C /OpenROAD-flow-scripts/flow DESIGN_CONFIG=/design/flow/config.mk WORK_HOME=/design/flow/orfs finish
==> results.yml <==
# synthesis and place-and-route metrics
cts:
  cts_max_level: 1
  tritoncts: "yes"
  postCtsHoldBufs: 0
  cts.root.buffer_cell: "clkbuf_16"
  cts_resized: 0
  clk_pin_slew_ps: 70
  numCtsBuffers: 3
  clkLatencyLatePin_ps: 270
  post_cts_buffers: 0
  cts.path.max_buffers: 2
yosys:
  synth.largest_area_cell: "dlxtn_1"
  numSynthFlops: 2095
  synth_top_area_share_pct: 62.43
  ys.flop_type: "dlxtn_1"
  async_flop_share_pct: 0
  synth.distinct_cells: 82
  edf_count: 0
  netlist_area_sq_mm: 0.04981
  yosys_cells: 5241
  synthTopCellsByArea: "dlxtn_1, nand3_1, a22oi_1, nand4_1, nand2_1"
  ys_warn_count: 4
  ys_area_sq_mm: 0.04981
  synth_cells: 5241
  synth.avg_cell_area_sq_um: 9.504
pwr:
  p_leak_nw: 21.23
  ir_worst_vdd_v: 0.0001167
  power.density_mw_per_mm2: 8.122
  p_total_w: 0.0004506
routing:
  routed_wl_um: 425500
  dr.pass1.iters: 10
  remaining_drc_errors: 0
  dr.first_iter.drc_count: 8149
  via_count: 54350
  wl_per_cell_um: 54.96
  via_per_inst: 7.020
  ant_nets: 0
timing:
  grt_setup_unrepaired: "false"
  hold_ws_ps: 416.8
  fmax_mhz: 320.9
  fin_crit_ps: 3116
  fin_skew_ps: 7.889
  maxSlewHeadroom_pct: -1.217
  untimed_endpoints: 2073
  worst_pin_slew_ps: 1504
  hold_viol: 0
  unclocked_pins: 2073
  setup_viol: 0
  setup_tns_ps: 0
  timing.final.ws_setup_ps: 1984
  finalClockPeriodUsage_pct: 61.09
  drv_slew: 2
grt:
  antenna_found_initial: 164
  grt_use_met3_pct: 41.14
  grt_max_degree: 158
  gr-total-overflow: 0
  top_usage_layer: "met2"
  grt_pass1_wl_um: 535800
  grt_pass1_vias: 47740
  met2_usage_pct: 61.86
  grtUsageTotal_pct: 51.57
  use_met1_pct: 56.19
place:
  dp_hpwl_um: 281900
  portBuffers: 4
  gp_congestion: 1.173
  dpl_cell_area_sq_mm: 0.05469
  pre_cts_ws_ps: 2040
floorplan:
  fp_util_pct: 30.19
  coreArea_sq_mm: 0.1650
  chipHeight_um: 409.5
  rows: 149
  chip_area_sq_mm: 0.1677
  dieWidth_um: 409.5
  io-pin-count: 5
worst_setup_path:
  crit_slowest_cell: "dfxtp_1"
  critPathCaptureType: "flop"
  max_stage_delay_ps: 720
  worstPathRequired_ps: 5250
  crit_type: "flop to flop"
  arrival_ps: 3260
  start_kind: "flop"
  crit_fanout: 12
  crit_chain: "inv_1 -> ha_1 -> xor2_1 -> buf_4 -> or3b_2 -> nor4_1 -> mux2i_1 -> nor2_1"
final_layout:
  syn_to_final_growth_pct: 11.37
  drive_above_1_share_pct: 10.84
  fin_area_sq_mm: 0.05548
hold_path:
  hold_path.class: "flop to flop"
job:
  warning_count: 41
  cap_violations: 1
outcome:
  status: "complete, but fails checks"
  violations: "capacitance limit, slew limit"
-- logic make-up after synthesis --
logic type	count (synthesis)	share of synthesized area, %
AOI/OAI and AO/OA	963	14.27
xor gates and xnor gates	4	0.07034
adders and majority gates	4	0.1005
buffers and inverters	449	3.996
DFF	22	0.8842
latches	2073	62.43
muxes	8	0.2110
and+or+nand+nor	1718	17.98
-- registers in the layout (all words and copies together) (netlist names), 4 cells and up --
signal and flops:
mem.dout 8, mem.mem 2048, mem.read_addr 8, mem.write_addr 8
slave.counter 4, slave.cs 5, slave.rx_data 10
-- area by class of cell --
cell class | count | area, sq um
antenna | 276 | 690.7
inverter | 15 | 56.30
sequential | 2095 | 31610
tap | 2189 | 2739
fill | 16750 | 109500
multi-input combinational | 2697 | 16740
timing repair buffer | 466 | 3558
clock buffer | 4 | 88.84
-- layout by cell type, fill, tap and decap left out, types with 8 or more instances in the layout --
| master | n |
|---|---|
| nor3_2 | 8 |
| nor2b_1 | 8 |
| o211ai_1 | 21 |
| and4b_4 | 8 |
| inv_1 | 13 |
| nand4_1 | 206 |
| nand2b_1 | 9 |
| a22oi_1 | 429 |
| diode_2 | 276 |
| a32oi_1 | 68 |
| and3_1 | 15 |
| a22o_1 | 32 |
| nand2_1 | 310 |
| o41ai_1 | 9 |
| nand3_1 | 774 |
| dfxtp_1 | 14 |
| nor3_1 | 26 |
| and2_1 | 9 |
| o2111ai_1 | 10 |
| nor4bb_4 | 12 |
| o21ai_0 | 20 |
| a222oi_1 | 51 |
| dlxtn_2 | 8 |
| nand3b_1 | 9 |
| nor4_2 | 14 |
| a221oi_1 | 17 |
| dfxtp_4 | 8 |
| buf_4 | 458 |
| o22ai_1 | 166 |
| nor2_1 | 133 |
| a31oi_1 | 20 |
| dlxtn_1 | 2065 |
| nor4_1 | 76 |
| a21oi_1 | 76 |
| or4_1 | 29 |
-- final timing paths --
path                     from          endpoint  slack [ps]  depth (start not counted)
min               slave.cs[0]       slave.cs[3]         420                          2
max          slave.counter[0]  slave.rx_data[8]        1980                          8
min reg2reg       slave.cs[0]       slave.cs[3]         420                          2
max reg2reg  slave.counter[0]  slave.rx_data[8]        1980                          8
-- cell usage after synthesis, types with 15 or more instances --
cell and count:
dlxtn_1 2073, nand3_1 776, a22oi_1 429, nand2_1 317
clkbuf_1 233, nand4_1 206, o22ai_1 168, nor2_1 138
buf_2 96, nor4_1 89, a21oi_1 76, buf_1 71
a32oi_1 68, a222oi_1 51, nor3_1 33, a22o_1 32
or4_1 30, dfxtp_1 22, o211ai_1 21, a31oi_1 20
o21ai_0 20, a221oi_1 17, buf_4 17, buf_6 16
and3_1 15
-- worst max-delay path: cells and delay by family, from the launching register on --
kind,cells,cell delay (ps)
DFF,1,720
and+or+nand+nor,3,850
xor gates and xnor gates,1,330
adders and majority gates,1,340
buffers and inverters,2,490
muxes,1,260
-- per-layer routing --
layer	vias up	routed length (um)
met4	103	43360
met5	-	3879
met3	1972	77960
li1	19520	-
met1	26810	143100
met2	5947	157200
-- power by group --
| group | internal, W | total [W] | switching, W |
|---|---|---|---|
| combinational | 0.0000141 | 0.0000511 | 0.0000371 |
| sequential | 0.000193 | 0.000203 | 0.0000101 |
| clock | 0.000120 | 0.000196 | 0.0000759 |
| total | 0.000328 | 0.000451 | 0.000123 |
-- per-stage QoR --
| stage | util [%] | cells |
|---|---|---|
| 5_1_grt | 33.42 | 7607 |
| 2_1_floorplan | - | 5241 |
| 3_3_place_gp | 33.15 | 7462 |
| 4_1_cts | 33.20 | 7466 |
| 3_5_place_dp | 33.15 | 7462 |
| 6_report | 33.62 | 7742 |
Power is estimated from default activity; no workload was simulated.
